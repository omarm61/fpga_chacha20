[design/flow/design.v]
module fifo_axis #(
    parameter integer C_FIFO_WIDTH = 32,
    parameter integer C_FIFO_DEPTH = 8
) (
    input  wire                    i_aclk,
    input  wire                    i_aresetn,
    output wire                    s_axis_tready,
    input  wire                    s_axis_tvalid,
    input  wire [C_FIFO_WIDTH-1:0] s_axis_tdata,
    input  wire                    m_axis_tready,
    output wire                    m_axis_tvalid,
    output wire [C_FIFO_WIDTH-1:0] m_axis_tdata
);
  reg  [$clog2(C_FIFO_DEPTH)-1:0] r_write_ptr;
  reg  [$clog2(C_FIFO_DEPTH)-1:0] r_read_ptr;
  reg  [        C_FIFO_WIDTH-1:0] r_fifo        [C_FIFO_DEPTH];
  reg  [        C_FIFO_WIDTH-1:0] r_axis_tdata;
  reg                             r_axis_tvalid;
  wire                            w_full;
  wire                            w_empty;
  assign w_full = ((r_write_ptr + 1'b1) == r_read_ptr);
  assign w_empty = (r_write_ptr == r_read_ptr);
  assign s_axis_tready = !w_full;
  assign m_axis_tvalid = r_axis_tvalid;
  assign m_axis_tdata = r_axis_tdata;
  integer i;
  always @(posedge i_aclk or negedge i_aresetn) begin
    if (!i_aresetn) begin
      for (i = 0; i < C_FIFO_DEPTH; i = i + 1) begin
        r_fifo[i] <= 'd0;
      end
      r_write_ptr <= 'd0;
    end else begin
      if (s_axis_tready && s_axis_tvalid && !w_full) begin
        r_fifo[r_write_ptr] <= s_axis_tdata;
        r_write_ptr <= r_write_ptr + 1'b1;
      end
    end
  end
  always @(posedge i_aclk or negedge i_aresetn) begin
    if (!i_aresetn) begin
      r_read_ptr <= 'd0;
    end else begin
      if (m_axis_tready) begin
        if (!w_empty) begin
          r_axis_tdata <= r_fifo[r_read_ptr];
          r_axis_tvalid <= 1'b1;
          r_read_ptr <= r_read_ptr + 1'b1;
        end else begin
          r_axis_tvalid <= 1'b0;
        end
      end
    end
  end
endmodule
[design/flow/run.sh]
#!/bin/bash
# OpenROAD 26Q1-2900-gdf79404cd8, Yosys 0.63+post, stock flow scripts
make -C /OpenROAD-flow-scripts/flow DESIGN_CONFIG=/design/flow/config.mk WORK_HOME=/design/flow/orfs finish
[design/flow/config.mk]
export PLATFORM = sky130hd
export DESIGN_NAME = fifo_axis
export DESIGN_NICKNAME = fifo_axis
export VERILOG_FILES = /design/flow/design.v
export SDC_FILE = /design/flow/constraint.sdc
export NUM_CORES = 4
export LEC_CHECK = 1
export CORE_UTILIZATION = 30
[design/flow/constraint.sdc]
current_design fifo_axis

set clk_period 8.3
set clk_io_pct 0.2

create_clock -name clk0 -period $clk_period [get_ports {i_aclk}]

set non_clock_inputs [all_inputs -no_clocks]
set_input_delay [expr $clk_period * $clk_io_pct] -clock clk0 $non_clock_inputs
set_output_delay [expr $clk_period * $clk_io_pct] -clock clk0 [all_outputs]
==> ci_impl_report.md <==
### Metrics collected by this job

| Metric | Value |
|---|---|
| R2r setup slk | 4.50 ns |
| Die footprint | 44,100 µm² |
| IO Port Bufs | 69 |
| Largest net degree at the start of global routing | 75 |
| HP Start | r_fifo[6][26] |
| Worst Skew | 0.00443 ns |
| Cts bufs inserted | 31 |
| 1st-iter DRT viols | 772 |
| P&R area growth vs syn | 17.9% |
| Initial Utilization | 30.7% |
| Chip Area, Yosys | 13,000 µm² |
| CTS root buf | clkbuf_16 |
| Worst Max-Slew Pin Slew | 0.791 ns |
| Top layer used by detailed routing | met4 |
| Initial antenna violation count | 0 |
| Wl on met1 | 16.6 mm |
| Clk latency late pin | 0.55 ns |
| DP Wirelength | 19.8 mm |
| # IOs | 70 |
| Routed wire length | 37.6 mm |
| Worst slack at placement | 4.33 ns |
| Reg2reg path depth | 8 |
| Die height | 210 µm |
| Post-synth regs | 295 |
| Max FO, Critical Path | 12 |
| DRT antenna net count | 0 |
| Max-cap violations | 0 |
| Status | finished clean |
| Syn Area/Cell | 13.6 µm² |
| Top post-synthesis cells by area | dfrtp_1 (50%), o2bb2ai_1 (13%), edfxtp_1 (7.6%), mux2_4 (6.9%), a22o_1 (2.5%) |
| Max-slew violations | 0 |
| CTS sink cnt | 295 |
| Unique cell types | 39 |
| Grt total ovfl | 0 |
| FMAX | 220 MHz |
| Cell accounting for the most synthesized area | dfrtp_1 |
| Fin crit period | 4.54 ns |
| Most instantiated cells after synthesis | dfrtp_1 (262), o2bb2ai_1 (192), mux2_4 (60), nand2_1 (47), clkbuf_1 (43) |
| DRT Pass-1 Iters | 5 |
| Post-cts sizing count | 0 |
| Combinational share of power | 42.7% |
| Routed len/inst | 23.6 µm |
| DR vias/cell | 5.61 |
| Pint | 4.31 mW |
| Hold Path End | r_fifo[6][26] |
| Unrepaired setup endpoints after global routing | no |
| Leak pwr | 6.09 nW |
| Crit path capture type | output pin |
| Seq pwr share | 37.5% |
| Hold path depth | 1 |
| Post-Synthesis Cells | 955 |
| Crit path DAT | 2.88 ns |
| Clock slew at reported path FFs | 0.06 ns |
| PnR worst setup slack | 3.76 ns |
| Count of tool warnings | 33 |
| Layout cells sized above 1 | 19.1% |
| CTS Buffer Depth | 3 |
| Fin crit share | 54.7% |
| Setup_tns | 0 ns |
| Reg2reg end | r_axis_tdata[31] |
| Yosys warning count | 2 |
| Hold_buf cts | 0 |
| Post-synthesis sequential area ratio | 58.1% |
| Top_reg_cell synth | dfrtp_1 |
| CTS tree | yes |
| Worst hold path type | flip-flop to flip-flop |
| Final Hold Vio Count | 0 |
| Sw Ratio | 37.6% |
| Met2 Wirelength | 16.9 mm |
| Final setup vio count | 0 |
| Mapped cell area | 13,000 µm² |
| Wire length on met3 | 3.48 mm |
| Synth top cell by count | dfrtp_1 |
| Die X-Extent | 210 µm |
| Final Power | 6.91 mW |
| Drc violations | 0 |
| Dominant cell area share | 50.5% |
| Row cnt | 75 |
| Setup Buffers After CTS | 0 |
| Vias in the first global route | 9,402 |
| Peak VDD IR | 0.205 mV |
| FFs w/ async S/R, synth | 88.8% |
| Worst r2r src | r_read_ptr[1] |
| Switch Pwr | 2.60 mW |
| Clock power share | 19.8% |
| ANT cells | 0 |
| Number of enable flip-flop cells | 33 |
| Vias after detailed routing | 8,955 |
| GPL Wtd Cong | 0.798 |
| Total Routing Usage GR | 18.0% |
| Core box area | 42,300 µm² |
| Relative slew slack | 47.3% |
| H-tree depth reported by CTS | 1 |
| Yosys cell count | 955 |
| First-pass GRT wire length | 58.6 mm |
| Critical Path Source Type | flip-flop |
| Worst Setup Path Type | flip-flop to output pin |
| Power density over cell area | 451 nW/µm² |
| Req. time, crit path | 6.64 ns |
-- worst max-delay path by stage --
stage	slack (ns)	cells after the start	to	start
after global routing	3.54	5	s_axis_tready	r_write_ptr[2]
after CTS	3.72	5	s_axis_tready	r_write_ptr[2]
final	3.76	5	s_axis_tready	r_write_ptr[2]
-- per-stage QoR --
step	instances	cell area, µm²	util [%]	hold slack [ns]
after floorplan	955	13000	-	0.451
after global placement	1540	14300	33.8	0.465
after detailed placement	1540	14300	33.8	0.468
after CTS	1597	15300	36.2	0.486
after global routing	1597	15300	36.2	0.493
final	1597	15300	36.2	0.483
-- logic make-up (layout without fill, tap and decap cells) --
| logic type | count (synthesis) | after routing | share of synthesized area, % |
|---|---|---|---|
| AOI/OAI and AO/OA | 354 | 354 | 23.5 |
| adders and majority gates | 12 | 12 | 1.16 |
| xor gates and xnor gates | 9 | 9 | 0.722 |
| muxes | 88 | 88 | 9.34 |
| and+or+nand+nor | 96 | 96 | 3.40 |
| buffers and inverters | 101 | 166 | 3.78 |
| DFF | 295 | 295 | 58.1 |
-- layout make-up --
cell class                      count  area [µm²]
Fill cell                        4001       27000
Sequential cell                   295        7550
Multi-Input combinational cell    559        5070
Clock buffer                       48         941
Timing Repair Buffer              102         938
Tap cell                          577         722
Clock inverter                      9        70.1
Inverter                            7        26.3
-- state kept, by name (all words and copies together) (netlist names) --
signal	count
r_axis_tdata	32
r_write_ptr	3
r_axis_tvalid	1
r_fifo	256
r_read_ptr	3
-- metal layers --
metal,vias up,global-route usage (%)
met1,4653,27.3
met3,58,5.55
met4,0,3.05
li1,3866,-
met5,-,0
met2,378,26.5
-- placed cells by master (no fill, tap or decap), types with 3 or more instances in the layout --
cell type	count
nor2b_1	4
mux2_2	26
o2bb2ai_1	192
nand3_1	4
o21ai_0	21
mux2_4	60
dfrtp_1	261
clkbuf_16	32
o31ai_4	3
clkbuf_8	8
nand2_1	47
edfxtp_1	33
xor2_1	3
clkbuf_1	8
a221o_1	19
buf_4	33
a22o_1	37
a221oi_1	13
a222oi_1	19
nor3_1	32
and2_1	3
ha_1	10
inv_1	7
o311ai_4	6
clkdlybuf4s50_1	67
clkinv_2	8
a31o_2	3
a31oi_1	33
-- critical path: stages, from the launching register on --
cell and delay [ns]:
dfrtp_1 0.66, inv_1 0.13, ha_1 0.38, xor2_1 0.55, nand3_1 0.15, clkdlybuf4s50_1 0.45
-- power groups by stage --
stage | logic, mW | registers, mW | clock network [mW]
CTS | 2.95 | 2.59 | 1.39
global route | 3.16 | 2.67 | 1.45
finish | 2.95 | 2.59 | 1.37
No activity file was given, so power comes from the tool's default toggle rates.
